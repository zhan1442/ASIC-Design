File: flow/config.mk
export PLATFORM = sky130hd
export DESIGN_NAME = packer
export DESIGN_NICKNAME = packer
export VERILOG_FILES = /design/flow/design.v
export SDC_FILE = /design/flow/constraint.sdc
export NUM_CORES = 4
export LEC_CHECK = 1
export CORE_UTILIZATION = 50
File: flow/constraint.sdc
current_design packer

set clk_period 4.8
set clk_io_pct 0.2

create_clock -name clk0 -period $clk_period [get_ports {clk}]

set non_clock_inputs [all_inputs -no_clocks]
set_input_delay [expr $clk_period * $clk_io_pct] -clock clk0 $non_clock_inputs
set_output_delay [expr $clk_period * $clk_io_pct] -clock clk0 [all_outputs]
File: flow/design.v
module flex_counter
#(
	NUM_CNT_BITS = 4
)
(
	input wire clk, n_rst, clear, count_enable,
	input wire [NUM_CNT_BITS-1:0] rollover_val,
	output reg [NUM_CNT_BITS-1:0] count_out,
	output reg rollover_flag
);
	reg [NUM_CNT_BITS-1:0] count_next;
	reg next_flag;	
	always_ff @ (posedge clk, negedge n_rst)
	begin 
		if (n_rst == 0) begin
			count_out <= '0;
			rollover_flag <= '0;	
		end
		else begin
			count_out <= count_next;
			rollover_flag <= next_flag;  
		end		
	end
	always_comb
	begin	
		if (clear == 1) begin
			count_next = '0;
			next_flag = '0;
		end
		else begin
			if (count_enable == 0) begin
				count_next = count_out;
				next_flag = rollover_flag;
			end
			else begin
				count_next = count_out + 1;
				next_flag = 1'b0;
				if (count_out == rollover_val)
					count_next = 1;	
				if (count_next == rollover_val)
					next_flag = 1'b1;	
			end
		end
	end
endmodule
module flex_pts_sr
#(
	NUM_BITS = 4,
  	SHIFT_MSB = 1
)
(
	input wire clk, n_rst, shift_enable, load_enable,
	input wire [NUM_BITS-1:0] parallel_in,
	output wire serial_out
);
	reg [NUM_BITS-1:0] curr_values;
	reg [NUM_BITS-1:0] mux_out;
	if (SHIFT_MSB == 1)
		assign serial_out = curr_values[NUM_BITS-1];
  	else
    		assign serial_out = curr_values[0];
	always_ff @ (posedge clk, negedge n_rst)
	begin
		if (n_rst == 1'b0) begin
			curr_values <= '1;
		end		
		else begin
			curr_values <= mux_out;
		end
	end
	always_comb 
	begin
		if (load_enable == 1) begin
			mux_out = parallel_in;
		end
		else begin
			if (shift_enable == 1) begin
				if (SHIFT_MSB == 1)			
					mux_out = {curr_values[NUM_BITS-2:0], 1'b1};
				else 
					mux_out = {1'b1, curr_values[NUM_BITS-1:1]}; 
			end
			else
				mux_out = curr_values;
		end
	end
endmodule
module flex_stp_sr
#(
	NUM_BITS = 4,
  	SHIFT_MSB = 1
)
(
	input wire clk, n_rst, shift_enable,serial_in,
	output reg[NUM_BITS-1:0] parallel_out	
);
	reg [NUM_BITS-1:0] next_out;	
	always_ff @ (posedge clk, negedge n_rst)
	begin
		if (n_rst == 1'b0) begin
			parallel_out <= '1;
		end		
		else begin
			parallel_out <= next_out;
		end
	end
	always_comb
	begin
		if (shift_enable == 1'b1) begin
			if (SHIFT_MSB == 1) 
				next_out = {parallel_out[NUM_BITS-2:0], serial_in};
			else
				next_out = {serial_in, parallel_out[NUM_BITS-1:1]};
			end
		else begin
			next_out = parallel_out; 	
		end
	end
endmodule
module packer
(
	input clk, n_rst,
	input code_done, last_char,
	input [63:0] code,
	input [6:0] bits,
	output reg input_enable, packet_done,
	output reg last_packet,
	output reg [7:0] compressed_data
);
	wire clear, cs_enable, load_enable, serial;
	wire [3:0] roll_val;
	wire [6:0] all_roll_val; 
	wire rollover, all_rollover;
	flex_counter 
	#(
		.NUM_CNT_BITS(7)
	)
	ALL_ROLL(
		.clk(clk),
		.n_rst(n_rst),
		.clear(clear),
		.count_enable(cs_enable),
		.rollover_val(all_roll_val),
		.count_out(),
		.rollover_flag(all_rollover)
	);
	flex_counter 
	#(
		.NUM_CNT_BITS(4)
	)
	ROLL(
		.clk(clk),
		.n_rst(n_rst),
		.clear(1'b0),
		.count_enable(cs_enable),
		.rollover_val(roll_val),
		.count_out(),
		.rollover_flag(rollover)
	);
	flex_pts_sr
	#(
		.NUM_BITS(64),
		.SHIFT_MSB(0)
	)
	PTS(
		.clk(clk),
		.n_rst(n_rst),
		.parallel_in(code),
		.shift_enable(cs_enable),
		.load_enable(load_enable),
		.serial_out(serial)
	);
	flex_stp_sr 
	#(
		.NUM_BITS(8),
		.SHIFT_MSB(0)
	)
	STP(
		.clk(clk),
		.n_rst(n_rst),
		.serial_in(serial),
		.shift_enable(cs_enable),
		.parallel_out(compressed_data)
	);
	rcu_packer RCU
	(
		.clk(clk),
		.n_rst(n_rst),
		.code_done(code_done),
		.last_char(last_char),
		.bits(bits),
		.all_rollover(all_rollover),
		.rollover(rollover),
		.load_enable(load_enable),
		.clear(clear),
		.cs_enable(cs_enable),
		.roll_val(roll_val),
		.all_roll_val(all_roll_val),
		.input_enable(input_enable),
		.last_packet(last_packet),
		.packet_done(packet_done)
	);	
endmodule
module rcu_packer
(
	input clk, n_rst,  
	input code_done, last_char,
	input [6:0] bits,
	input all_rollover,  
	input rollover,  
	output reg load_enable,  
	output reg clear,  
	output reg cs_enable,  
	output reg [3:0] roll_val,
	output reg [6:0] all_roll_val,
	output reg input_enable,  
	output reg last_packet, packet_done
);
	typedef enum logic [1:0] {WAIT,
				  SHIFT,
				  LAST}
	state_type;
	state_type state, next_state;
	reg [6:0] next_all_roll_val; 
	assign packet_done = rollover;
	assign input_enable = (state == WAIT) ? 1'b1 : 1'b0;
	assign load_enable = (state == WAIT) ? 1'b1 : 1'b0;
	assign clear = (state == WAIT) ? 1'b1 : 1'b0;
	assign cs_enable = (state == WAIT) ? 1'b0 : 1'b1;
	assign last_packet = (state == LAST) ? 1'b1 : 1'b0;
	always_ff @ (posedge clk, negedge n_rst)
	begin
	    	if(n_rst == 0) begin
			state <= WAIT;
		    	all_roll_val = 0;
		end
		else begin
			state <= next_state;
			all_roll_val = next_all_roll_val;
		end
    	end
	always_comb
    	begin
        	next_state = WAIT;
		case(state)
			WAIT: begin
				if(code_done == 1)
					next_state = SHIFT;
				else
					next_state = WAIT;
			end
			SHIFT: begin
				if(~last_char & all_rollover)
					next_state = WAIT;
				else if(last_char & all_rollover)
					next_state = LAST;
				else
					next_state = SHIFT;
			end
			LAST: begin
				if(rollover == 1)
					next_state = WAIT;
				else
					next_state = LAST;
			end
		endcase
	end
	assign roll_val = 4'b1000;
	assign next_all_roll_val = (load_enable == 1) ? bits - 1 : all_roll_val;
endmodule
File: flow/run.sh
#!/bin/bash
# OpenROAD 26Q1-2900-gdf79404cd8, Yosys 0.63+post, stock flow scripts
make -C /OpenROAD-flow-scripts/flow DESIGN_CONFIG=/design/flow/config.mk WORK_HOME=/design/flow/orfs finish
==> flow_results.xml <==
<?xml version="1.0" encoding="UTF-8"?>
<metrics>
  <group name="sta">
    <metric name="finalMaxSlewViolations" unit="">0</metric>
    <metric name="tns" unit="ps">0</metric>
    <metric name="hold_violations" unit="">0</metric>
    <metric name="fin_skew" unit="ps">11.3</metric>
    <metric name="actual_slew_at_the_worst_max_slew_pin" unit="ps">660</metric>
    <metric name="setup_viol_count_final" unit="">0</metric>
    <metric name="worst_max_slew_margin_expressed_relative_to_the_limit" unit="%">56.0</metric>
    <metric name="final.min_clock_period" unit="ps">2810</metric>
    <metric name="setup_repair_after_global_routing_missed_its_margin" unit="">false</metric>
    <metric name="fin_ws" unit="ps">1990</metric>
    <metric name="max_freq" unit="MHz">356</metric>
    <metric name="final_min_period_over_clock_period" unit="%">58.6</metric>
  </group>
  <group name="drt">
    <metric name="n_antenna_cell" unit="">0</metric>
    <metric name="top_layer_used" unit="">met4</metric>
    <metric name="detail_route.first_pass.iterations" unit="">4</metric>
    <metric name="detail_route.drc_violations" unit="">0</metric>
    <metric name="dr_wl_met3" unit="µm">430</metric>
    <metric name="drt-met1-wl" unit="mm">3.13</metric>
    <metric name="ant_nets" unit="">0</metric>
    <metric name="detail_route.vias_per_cell" unit="">4.99</metric>
    <metric name="detailroute.via_count" unit="">2404</metric>
    <metric name="post_drt_wl_per_cell" unit="µm">13.5</metric>
    <metric name="dr_wl_met2" unit="mm">2.85</metric>
    <metric name="drt_iter0_drc" unit="">72</metric>
    <metric name="routed_wire_length" unit="mm">6.49</metric>
  </group>
  <group name="synthesis">
    <metric name="flop_and_latch_count_out_of_synthesis" unit="">95</metric>
    <metric name="gate_count_of_the_mapped_netlist" unit="">289</metric>
    <metric name="synth_sequential_area_ratio" unit="%">61.3</metric>
    <metric name="post_synth_instance_area" unit="µm²">4020</metric>
    <metric name="yosysWarningCount" unit="">13</metric>
    <metric name="yosys_cells" unit="">289</metric>
    <metric name="logic_family" unit="">multiplexers</metric>
    <metric name="synthDistinctLibCells" unit="">32</metric>
    <metric name="synth_chip_area" unit="µm²">4020</metric>
    <metric name="synthMuxAreaShare" unit="%">20.7</metric>
    <metric name="synth.cellmix.adderShare" unit="%">1.24</metric>
    <metric name="mean_area_per_synthesized_cell" unit="µm²">13.9</metric>
    <metric name="post_synth_ao_oa_area_fraction" unit="%">4.20</metric>
    <metric name="synthXorXnorAreaFrac" unit="%">4.79</metric>
    <metric name="ys_sh_simple" unit="%">5.78</metric>
  </group>
  <group name="final_layout">
    <metric name="final_layout_top_logic_cell" unit="">sky130_fd_sc_hd__clkdlybuf4s50_1</metric>
    <metric name="filler_cell_count" unit="">589</metric>
    <metric name="layout.area.comb" unit="µm²">1480</metric>
    <metric name="layout-drive-gt1-share" unit="%">44.2</metric>
    <metric name="mostFrequentLayoutCells" unit="">sky130_fd_sc_hd__clkdlybuf4s50_1 (84), sky130_fd_sc_hd__mux2_2 (73), sky130_fd_sc_hd__dfstp_2 (72)</metric>
    <metric name="area_growth" unit="%">28.2</metric>
    <metric name="layout.area.seq" unit="µm²">2470</metric>
  </group>
  <group name="floorplanning">
    <metric name="die_height" unit="µm">91.7</metric>
    <metric name="fp_util" unit="%">51.8</metric>
    <metric name="design.die.area" unit="µm²">8410</metric>
    <metric name="die_w" unit="µm">91.7</metric>
    <metric name="core.rowCount" unit="">32</metric>
    <metric name="core_area" unit="µm²">7770</metric>
    <metric name="boundaryPins" unit="">86</metric>
  </group>
  <group name="setup_path">
    <metric name="critical_path.max_stage_delay" unit="ps">960</metric>
    <metric name="crit_path_end_kind" unit="">primary output</metric>
    <metric name="crit_arrival" unit="ps">1850</metric>
    <metric name="path_cells" unit="">clkdlybuf4s50_1</metric>
    <metric name="setup.worst_path.class" unit="">flip-flop to primary output</metric>
    <metric name="critPathTopFamily" unit="">flip-flops</metric>
    <metric name="crit_path_start_kind" unit="">flip-flop</metric>
    <metric name="crit_path_max_fanout" unit="">52</metric>
    <metric name="timing.critical_path.slowest_stage_cell" unit="">sky130_fd_sc_hd__dfstp_4</metric>
    <metric name="timing.critical_path.required" unit="ps">3840</metric>
    <metric name="cp.buffers_inverters" unit="">1</metric>
  </group>
  <group name="grt">
    <metric name="antenna_found_initial" unit="">0</metric>
    <metric name="grt_pass1_vias" unit="">2266</metric>
    <metric name="groute.usage.overall" unit="%">17.0</metric>
    <metric name="global_route_congestion_overflow_total" unit="">0</metric>
    <metric name="grt_max_degree" unit="">55</metric>
    <metric name="first_pass_grt_wire_length" unit="mm">10.8</metric>
  </group>
  <group name="clocking">
    <metric name="h-tree-depth" unit="">3</metric>
    <metric name="cts_max_path_buffers" unit="">2</metric>
    <metric name="tritoncts" unit="">built</metric>
    <metric name="root_buffer" unit="">sky130_fd_sc_hd__clkbuf_8</metric>
    <metric name="reg_clk_slew_reported_paths" unit="ps">80</metric>
    <metric name="postCtsSetupRepairBufs" unit="">0</metric>
    <metric name="clock.latency.late_pin" unit="ps">340</metric>
    <metric name="cts_hold_buffers" unit="">0</metric>
    <metric name="cts-buffers-inserted" unit="">9</metric>
    <metric name="clkSinkCount" unit="">95</metric>
    <metric name="cts_resized" unit="">0</metric>
  </group>
  <group name="run_status">
    <metric name="status" unit="">complete, no violations</metric>
  </group>
  <group name="placed_design">
    <metric name="io_buffers" unit="">85</metric>
    <metric name="placement.setup.worst_slack" unit="ps">2320</metric>
    <metric name="gp_congestion" unit="">0.744</metric>
    <metric name="dp_hpwl" unit="mm">4.33</metric>
  </group>
  <group name="power">
    <metric name="power_leakage" unit="nW">1.97</metric>
    <metric name="power_density" unit="nW/µm²">577</metric>
    <metric name="peakVddDrop" unit="V">0.000340</metric>
  </group>
  <group name="run">
    <metric name="warnings" unit="">27</metric>
    <metric name="maxCapViolCount" unit="">0</metric>
  </group>
  <group name="min_path">
    <metric name="worst_hold_path_type" unit="">flip-flop to flip-flop</metric>
  </group>
</metrics>
==> state kept, by name, summed over array words and instances, names as in the netlist <==
register and count:
RCU.all_roll_val 7, ROLL.count_out 4, ALL_ROLL.rollover_flag 1, STP.parallel_out 8, RCU.state 3, ROLL.rollover_flag 1
ALL_ROLL.count_out 7, PTS.curr_values 64
==> layer usage <==
layer | vias up | global-route usage, %
li1 | 1174 | -
met1 | 1161 | 29.3
met2 | 63 | 24.4
met3 | 6 | 3.97
met4 | 0 | 1.82
met5 | - | 0
==> synth_stat cells <==
master | n | area (µm²)
sky130_fd_sc_hd__dfstp_2 | 73 | 1920
sky130_fd_sc_hd__mux2_2 | 73 | 822
sky130_fd_sc_hd__dfrtp_1 | 22 | 551
sky130_fd_sc_hd__nor2_1 | 19 | 71.3
sky130_fd_sc_hd__xor2_1 | 12 | 105
sky130_fd_sc_hd__nand2_1 | 11 | 41.3
sky130_fd_sc_hd__a21oi_1 | 10 | 50.1
sky130_fd_sc_hd__xnor2_1 | 10 | 87.6
sky130_fd_sc_hd__inv_1 | 9 | 33.8
sky130_fd_sc_hd__o21ai_0 | 8 | 40.0
sky130_fd_sc_hd__buf_1 | 6 | 22.5
sky130_fd_sc_hd__nand3_1 | 6 | 30.0
sky130_fd_sc_hd__ha_1 | 4 | 50.1
sky130_fd_sc_hd__buf_2 | 3 | 15.0
sky130_fd_sc_hd__nor3_1 | 3 | 15.0
sky130_fd_sc_hd__clkbuf_1 | 2 | 7.51
sky130_fd_sc_hd__nor3_2 | 2 | 20.0
sky130_fd_sc_hd__o32a_1 | 2 | 20.0
sky130_fd_sc_hd__a21oi_2 | 1 | 8.76
sky130_fd_sc_hd__a22oi_1 | 1 | 7.51
sky130_fd_sc_hd__a2bb2oi_1 | 1 | 8.76
sky130_fd_sc_hd__a31oi_1 | 1 | 6.26
sky130_fd_sc_hd__a32o_1 | 1 | 10.0
sky130_fd_sc_hd__and2_4 | 1 | 8.76
sky130_fd_sc_hd__and3_1 | 1 | 6.26
sky130_fd_sc_hd__mux2i_1 | 1 | 10.0
sky130_fd_sc_hd__nand2b_1 | 1 | 6.26
sky130_fd_sc_hd__nor2b_1 | 1 | 6.26
sky130_fd_sc_hd__nor4_4 | 1 | 21.3
sky130_fd_sc_hd__o2111ai_1 | 1 | 8.76
sky130_fd_sc_hd__o221ai_1 | 1 | 8.76
sky130_fd_sc_hd__or3_1 | 1 | 6.26
==> logic make-up after synthesis <==
kind of cell,count (synthesis)
DFF,95
muxes,74
and+or+nand+nor,47
AOI/OAI and AO/OA,27
xor gates and xnor gates,22
buffers and inverters,20
adders and majority gates,4
==> worst paths after layout <==
check	start	to	slack [ps]	depth (start not counted)
worst max-delay path	RCU.state[0]	input_enable	1990	1
worst min-delay path	ALL_ROLL.rollover_flag	RCU.state[2]	510	1
worst max register to register	RCU.state[0]	PTS.curr_values[10]	2760	2
worst min register to register	ALL_ROLL.rollover_flag	RCU.state[2]	510	1
max in group asynchronous	n_rst	RCU.all_roll_val[2]	3170	2
min in group asynchronous	n_rst	PTS.curr_values[15]	890	1
==> worst reg2reg max path: stages, from the launching register on <==
cell,delay (ps)
sky130_fd_sc_hd__dfstp_4,960
sky130_fd_sc_hd__buf_4,580
sky130_fd_sc_hd__mux2_2,430
==> where the power goes <==
part / internal (W) / switching, W
registers: 0.00135 / 0.000207
logic: 0.000575 / 0.000347
clock network: 0.000240 / 0.000255
==> metrics by stage <==
| stage | std cells | power (W) | cell area [µm²] | hold WS [ps] | utilization (%) |
|---|---|---|---|---|---|
| 2_1_floorplan | 289 | 0.00221 | 4020 | 457 | - |
| 3_3_place_gp | 467 | 0.00249 | 4970 | 493 | 64.0 |
| 3_5_place_dp | 467 | 0.00251 | 4970 | 504 | 64.0 |
| 4_1_cts | 482 | 0.00303 | 5160 | 515 | 66.4 |
| 5_1_grt | 482 | 0.00319 | 5160 | 538 | 66.4 |
| 6_report | 482 | 0.00298 | 5160 | 514 | 66.4 |
==> area by class of cell <==
| type | instances | area share [%] |
|---|---|---|
| clock buffers | 10 | 2.47 |
| clock inverters | 5 | 1.12 |
| inverters | 9 | 0.655 |
| multi-input cells | 174 | 28.6 |
| flip-flops and latches | 95 | 47.9 |
| well taps | 102 | 2.47 |
| repair buffers | 87 | 16.7 |
No activity file was given, so power comes from the tool's default toggle rates.
