--- /design/flow/design.v ---
module magnitude
(
   	input wire [16:0] in,
  	output wire [15:0] out
);
   	assign out = (in[16]==0) ? in[15:0] : ~in[15:0] + 1;
endmodule
--- /design/flow/run.sh ---
#!/bin/bash
# OpenROAD 26Q1-2900-gdf79404cd8, Yosys 0.63+post, stock flow scripts
make -C /OpenROAD-flow-scripts/flow DESIGN_CONFIG=/design/flow/config.mk WORK_HOME=/design/flow/orfs finish
--- /design/flow/config.mk ---
export PLATFORM = sky130hd
export DESIGN_NAME = magnitude
export DESIGN_NICKNAME = magnitude
export VERILOG_FILES = /design/flow/design.v
export SDC_FILE = /design/flow/constraint.sdc
export NUM_CORES = 4
export LEC_CHECK = 1
export CORE_AREA = 10 10 70 70
export DIE_AREA = 0 0 80 80
--- /design/flow/constraint.sdc ---
current_design magnitude

set clk_period 7.3
set clk_io_pct 0.2

create_clock -name clk0 -period $clk_period

set non_clock_inputs [all_inputs -no_clocks]
set_input_delay [expr $clk_period * $clk_io_pct] -clock clk0 $non_clock_inputs
set_output_delay [expr $clk_period * $clk_io_pct] -clock clk0 [all_outputs]
==> impl_metrics.xml <==
<?xml version="1.0" encoding="UTF-8"?>
<metrics>
  <group name="place">
    <metric name="numPlacedInstances" unit="">124</metric>
    <metric name="dp.final_hpwl" unit="µm">1280</metric>
    <metric name="finalWeightedCongestion" unit="">0.795</metric>
    <metric name="place_area" unit="µm²">709</metric>
    <metric name="placement.io_buffers" unit="">33</metric>
  </group>
  <group name="min_path">
    <metric name="timing.hold.worst.start" unit="">in[0]</metric>
    <metric name="min_path_type" unit="">in2out</metric>
    <metric name="hold_path_end" unit="">out[0]</metric>
    <metric name="min_delay_path_depth" unit="">2</metric>
  </group>
  <group name="yosys">
    <metric name="yosysUniqueCellTypes" unit="">16</metric>
    <metric name="ys.warnings.count" unit="">0</metric>
    <metric name="syn_area_per_cell" unit="µm²">7.08</metric>
    <metric name="yosys_area" unit="µm²">333</metric>
    <metric name="post_synth_inst_count" unit="">47</metric>
    <metric name="synth.cell_area" unit="µm²">333</metric>
    <metric name="yosys_cells" unit="">47</metric>
    <metric name="synth_seq_share" unit="%">0</metric>
  </group>
  <group name="worst_setup_path">
    <metric name="critPathArrivalTime" unit="ps">3840</metric>
    <metric name="critical_path.startpoint_type" unit="">primary input</metric>
    <metric name="timing.critical_path.required" unit="ps">5840</metric>
    <metric name="worst-path-max-fanout" unit="">5</metric>
    <metric name="crit_type" unit="">in2out</metric>
    <metric name="timing.critical_path.to_type" unit="">output port</metric>
    <metric name="critPathLaunch" unit="">in[4]</metric>
  </group>
  <group name="timing">
    <metric name="maxSlewHeadroom" unit="%">58.8</metric>
    <metric name="timing_max_transition_violations_final" unit="">0</metric>
    <metric name="timing.final.hold_violations" unit="">0</metric>
    <metric name="setup_viol" unit="">0</metric>
    <metric name="unrepaired_setup_endpoints_after_global_routing" unit="">false</metric>
    <metric name="totalNegativeSetupSlack" unit="ps">0</metric>
    <metric name="finalClockPeriodUsage" unit="%">72.6</metric>
    <metric name="timing_worst_slew_pin_value" unit="ps">612</metric>
    <metric name="fmaxAchievable" unit="MHz">189</metric>
    <metric name="final.min_clock_period" unit="ps">5300</metric>
  </group>
  <group name="global_route">
    <metric name="grt_overflow_total" unit="">0</metric>
    <metric name="groute.usage.overall" unit="%">4.57</metric>
    <metric name="grt_use_met3" unit="%">2.39</metric>
    <metric name="use_met1" unit="%">5.21</metric>
    <metric name="grt_pass1_wl" unit="µm">2430</metric>
    <metric name="global_route.peak_usage_layer" unit="">met2</metric>
    <metric name="grt.met2_usage" unit="%">7.87</metric>
    <metric name="initial_antenna_violation_count" unit="">0</metric>
    <metric name="number_of_global_route_vias_before_repair" unit="">514</metric>
    <metric name="grt_max_degree" unit="">17</metric>
  </group>
  <group name="clock_tree">
    <metric name="post_cts.resized_instances" unit="">0</metric>
    <metric name="cts_setup_buffers" unit="">0</metric>
    <metric name="cts_hold_buf" unit="">0</metric>
  </group>
  <group name="drt">
    <metric name="drt-wirelength-per-cell" unit="µm">11.7</metric>
    <metric name="drtAntennaViolNets" unit="">0</metric>
    <metric name="drtIter0Drc" unit="">26</metric>
    <metric name="route.vias.total" unit="">435</metric>
    <metric name="antennaDiodeCount" unit="">0</metric>
    <metric name="detail_route.vias_per_cell" unit="">3.51</metric>
    <metric name="route.detailed.drc" unit="">0</metric>
    <metric name="drt-total-wl" unit="µm">1450</metric>
    <metric name="drt_pre_antenna_iters" unit="">4</metric>
  </group>
  <group name="final_layout">
    <metric name="combGateArea" unit="µm²">310</metric>
    <metric name="final_area" unit="µm²">709</metric>
    <metric name="clockBufferCount" unit="">0</metric>
    <metric name="flop-count" unit="">0</metric>
    <metric name="mostFrequentLayoutCell" unit="">sky130_fd_sc_hd__clkdlybuf4s50_1</metric>
    <metric name="post_synthesis_to_final_layout_area_growth" unit="%">113</metric>
    <metric name="layout-drive-gt1-share" unit="%">5.13</metric>
    <metric name="layout.cells.non_filler" unit="">124</metric>
    <metric name="ff_latch_area" unit="µm²">0</metric>
    <metric name="layout_top_cells_excl_fill_tap" unit="">sky130_fd_sc_hd__clkdlybuf4s50_1, sky130_fd_sc_hd__xnor2_1, sky130_fd_sc_hd__nand2_1</metric>
    <metric name="final_core_util" unit="%">20.8</metric>
    <metric name="fillerInstances" unit="">398</metric>
  </group>
  <group name="run">
    <metric name="cap_viol_max_count" unit="">0</metric>
    <metric name="warning_count" unit="">32</metric>
  </group>
  <group name="power_and_ir_drop">
    <metric name="ir_worst_vdd" unit="V">0.0000168</metric>
    <metric name="cellLeakagePower" unit="nW">0.239</metric>
    <metric name="total_power" unit="mW">0.0435</metric>
    <metric name="power_density" unit="nW/µm²">61.3</metric>
  </group>
  <group name="floorplan">
    <metric name="core_area" unit="µm²">3420</metric>
    <metric name="fp-utilization" unit="%">9.74</metric>
    <metric name="floorplan.io_pins" unit="">33</metric>
    <metric name="rows" unit="">21</metric>
    <metric name="die_x" unit="µm">80</metric>
    <metric name="fp.dieH" unit="µm">80</metric>
    <metric name="die_area" unit="µm²">6400</metric>
  </group>
  <group name="outcome">
    <metric name="status" unit="">finished clean</metric>
  </group>
</metrics>
## metal layers
metal	vias to the layer above	share of wire, %
met1	185	40
met2	17	46
li1	233	-
met3	0	14
met5	-	0
met4	0	0
## cells in the mapped netlist
| cell type | number | area share, % |
|---|---|---|
| sky130_fd_sc_hd__xnor2_1 | 9 | 24 |
| sky130_fd_sc_hd__or3_4 | 1 | 3.4 |
| sky130_fd_sc_hd__clkbuf_1 | 1 | 1.1 |
| sky130_fd_sc_hd__xor2_1 | 5 | 13 |
| sky130_fd_sc_hd__buf_4 | 1 | 2.3 |
| sky130_fd_sc_hd__o41ai_1 | 1 | 2.6 |
| sky130_fd_sc_hd__or3_1 | 2 | 3.8 |
| sky130_fd_sc_hd__o21ai_0 | 4 | 6.0 |
| sky130_fd_sc_hd__o31a_2 | 1 | 3.0 |
| sky130_fd_sc_hd__inv_1 | 3 | 3.4 |
| sky130_fd_sc_hd__nand2_1 | 8 | 9.0 |
| sky130_fd_sc_hd__o31ai_1 | 5 | 11 |
| sky130_fd_sc_hd__o41ai_2 | 1 | 4.9 |
| sky130_fd_sc_hd__or4_1 | 3 | 6.8 |
| sky130_fd_sc_hd__ha_1 | 1 | 3.8 |
| sky130_fd_sc_hd__or2_2 | 1 | 1.9 |
## final cells by class
cell class | instances | share of cell area (%)
Inverter | 3 | 1.59
Timing Repair Buffer | 33 | 46.6
Tap cell | 46 | 8.11
Multi-Input combinational cell | 42 | 43.7
## stage by stage
stage	hold slack (ps)	worst slack [ps]
2_1_floorplan	2950	3030
3_3_place_gp	3780	2000
3_5_place_dp	3770	1980
4_1_cts	3780	1980
5_1_grt	3810	1770
6_report	3770	2000
## cells by family (layout without fill, tap and decap cells)
kind of cell             Yosys count  in the layout  synth area share, %
XOR/XNOR                          14             14                 36.8
adder cells (fa/ha/maj)            1              1                 3.76
buffers and inverters              5             36                 6.77
AND-OR/OR-AND                     12             12                 27.8
AND/OR/NAND/NOR                   15             15                 24.8
## worst max-delay path by stage
stage         slack, ps  endpoint
CTS                1980   out[15]
global route       1770    out[8]
finish             2000   out[15]
## where the power goes
part | switching, mW | internal [mW] | total [mW]
sequential | 0 | 0 | 0
clock | 0 | 0 | 0
combinational | 0.0135 | 0.0299 | 0.0435
total | 0.0135 | 0.0299 | 0.0435
## worst max-delay path, stage by stage
cell and delay [ps]:
sky130_fd_sc_hd__clkdlybuf4s50_1 450, sky130_fd_sc_hd__or4_1 550, sky130_fd_sc_hd__or3_4 420, sky130_fd_sc_hd__o41ai_2 330, sky130_fd_sc_hd__xnor2_1 160, sky130_fd_sc_hd__clkdlybuf4s50_1 480
Power figures rest on the tool's default switching activity, not on a simulated workload.
